==> design/flow/design.v <==
module ps2
	#(
		parameter WIDTH = 10,
		parameter HEIGHT = 10,
		parameter BIN = 10,
		parameter HYSTERESIS = 3
	)
	(
		start,          
		reset,          
		CLOCK_50,       
		PS2_CLK,        
		PS2_DAT,        
		button_left,    
		button_right,   
		button_middle,  
		bin_x,          
		bin_y           
	);
parameter UPPER_BITS = $clog2(WIDTH>HEIGHT?WIDTH:HEIGHT);
parameter LOWER_BITS = $clog2(BIN+HYSTERESIS+256)+1;
parameter THRESHOLD = BIN+HYSTERESIS;
input start;
input reset;
input CLOCK_50;
inout PS2_CLK;
inout PS2_DAT;
output reg button_left;
output reg button_right;
output reg button_middle;
output reg [UPPER_BITS-1:0] bin_x;
output reg [UPPER_BITS-1:0] bin_y;
parameter enable_byte =9'b011110100;
reg [1:0] cur_state,nex_state;
reg ce,de;
reg [3:0] byte_cnt,delay;
reg [5:0] ct;
reg [7:0] cnt;
reg [8:0] clk_div;
reg [9:0] dout_reg;
reg [32:0] shift_reg;
reg       leflatch,riglatch,midlatch;
reg       ps2_clk_in,ps2_clk_syn1,ps2_dat_in,ps2_dat_syn1;
wire      clk,ps2_dat_syn0,ps2_clk_syn0,ps2_dat_out,ps2_clk_out,flag;
reg [LOWER_BITS-1:0] x_latch;
reg [LOWER_BITS-1:0] y_latch;
reg [UPPER_BITS-1:0] oX_BIN;
reg [UPPER_BITS-1:0] oY_BIN;
parameter listen =2'b00,
          pullclk=2'b01,
          pulldat=2'b10,
          trans  =2'b11;
always@(posedge CLOCK_50)
	begin
		clk_div <= clk_div+1;
	end
assign clk = clk_div[8];
assign PS2_CLK = ce?ps2_clk_out:1'bZ;
assign PS2_DAT = de?ps2_dat_out:1'bZ;
assign ps2_clk_out = 1'b0;
assign ps2_dat_out = dout_reg[0];
assign ps2_clk_syn0 = ce?1'b1:PS2_CLK;
assign ps2_dat_syn0 = de?1'b1:PS2_DAT;
reg [9:0] starttimer;
always @(posedge CLOCK_50)
begin
	if(start) starttimer <= 1'b1;
	else if(starttimer) starttimer <= starttimer + 1'b1;
	button_left = leflatch;
	button_right = riglatch;
	button_middle = midlatch;
	bin_x = oX_BIN;
	bin_y = oY_BIN;
end
always@(posedge clk)
	begin
		ps2_clk_syn1 <= ps2_clk_syn0;
		ps2_clk_in   <= ps2_clk_syn1;
		ps2_dat_syn1 <= ps2_dat_syn0;
		ps2_dat_in   <= ps2_dat_syn1;
	end
always@(*)
begin
   case(cur_state)
     listen  :begin
              if (starttimer && (cnt == 8'b11111111))
                  nex_state = pullclk;
              else
                  nex_state = listen;
                         ce = 1'b0;
                         de = 1'b0;
              end
     pullclk :begin
              if (delay == 4'b1100)
                  nex_state = pulldat;
              else
                  nex_state = pullclk;
                         ce = 1'b1;
                         de = 1'b0;
              end
     pulldat :begin
                  nex_state = trans;
                         ce = 1'b1;
                         de = 1'b1;
              end
     trans   :begin
              if  (byte_cnt == 4'b1010)
                  nex_state = listen;
              else    
                  nex_state = trans;
                         ce = 1'b0;
                         de = 1'b1;
              end
     default :    nex_state = listen;
   endcase
end
always@(posedge clk)
begin
  if ({ps2_clk_in,ps2_dat_in} == 2'b11)
	begin
		cnt <= cnt+1;
    end
  else begin
		cnt <= 8'd0;
       end
end
assign flag = (cnt == 8'hff)?1:0;
always@(posedge ps2_clk_in,posedge flag)
begin
  if (flag)
     ct <= 6'b000000;
  else
     ct <= ct+1;
end
always@(posedge clk, posedge reset)
begin
   if(reset)
   begin
      leflatch <= 1'b0;
      riglatch <= 1'b0;
      midlatch <= 1'b0;
      x_latch  <= 0;
      y_latch  <= 0;
      oX_BIN <= 0;
      oY_BIN <= 0;
   end
   else if (cnt == 8'b00011110 && (ct[5] == 1'b1 || ct[4] == 1'b1))
   begin
      leflatch <= shift_reg[1];
      riglatch <= shift_reg[2];
      midlatch <= shift_reg[3];
      x_latch  <= x_latch+{{(LOWER_BITS-8){shift_reg[19]}},shift_reg[19 : 12]};
      y_latch  <= y_latch+{{(LOWER_BITS-8){shift_reg[30]}},shift_reg[30 : 23]};
   end
	else
	begin
		if($signed(x_latch) >= THRESHOLD)
		begin
			x_latch <= x_latch - BIN;
			if(oX_BIN != HEIGHT-1)
			begin
				oX_BIN <= oX_BIN + 1'b1;
			end
		end
		else if($signed(x_latch) <= -THRESHOLD)
		begin
			x_latch <= x_latch + BIN;
			if(oX_BIN != 0)
			begin
				oX_BIN <= oX_BIN - 1'b1;
			end
		end
		if($signed(y_latch) >= THRESHOLD)
		begin
			y_latch <= y_latch - BIN;
			if(oY_BIN != HEIGHT-1)
			begin
				oY_BIN <= oY_BIN + 1'b1;
			end
		end
		else if($signed(y_latch) <= -THRESHOLD)
		begin
			y_latch <= y_latch + BIN;
			if(oY_BIN != 0)
			begin
				oY_BIN <= oY_BIN - 1'b1;
			end
		end
	end
end
always@(posedge clk)
begin
  if (cur_state == pullclk)
     delay <= delay+1;
  else
     delay <= 4'b0000;
end
always@(negedge ps2_clk_in)
begin
  if (cur_state == trans)
     dout_reg <= {1'b0,dout_reg[9:1]};
  else
     dout_reg <= {enable_byte,1'b0};
end
always@(negedge ps2_clk_in)
begin
  if (cur_state == trans)
     byte_cnt <= byte_cnt+1;
  else
     byte_cnt <= 4'b0000;
end
always@(negedge ps2_clk_in)
begin
  if (cur_state == listen)
     shift_reg <= {ps2_dat_in,shift_reg[32:1]};
end
always@(posedge clk,posedge reset)
begin
  if (reset)
     cur_state <= listen;
  else
     cur_state <= nex_state;
end
endmodule
==> design/flow/run.sh <==
#!/bin/bash
# OpenROAD 26Q1-2900-gdf79404cd8, Yosys 0.63+post, stock flow scripts
make -C /OpenROAD-flow-scripts/flow DESIGN_CONFIG=/design/flow/config.mk WORK_HOME=/design/flow/orfs finish
==> design/flow/config.mk <==
export PLATFORM = sky130hd
export DESIGN_NAME = ps2
export DESIGN_NICKNAME = ps2
export VERILOG_FILES = /design/flow/design.v
export SDC_FILE = /design/flow/constraint.sdc
export NUM_CORES = 4
export LEC_CHECK = 1
export CORE_UTILIZATION = 40
==> design/flow/constraint.sdc <==
current_design ps2

set clk_period 3.1
set clk_io_pct 0.2

create_clock -name clk0 -period $clk_period [get_ports {CLOCK_50}]

set non_clock_inputs [all_inputs -no_clocks]
set_input_delay [expr $clk_period * $clk_io_pct] -clock clk0 $non_clock_inputs
set_output_delay [expr $clk_period * $clk_io_pct] -clock clk0 [all_outputs]
==> deck_impl_summary.md <==
Key Metrics from the Run

Logic synthesis
  • YS warnings: 3
  • Post-synthesis sequential area ratio: 50.71%
  • # Cells Yosys: 556
  • Count of library flops with an enable pin: 32
  • Synthesized cell area: between 6000 and 7000 sq um
  • Biggest area cells: dfxtp_1 (19%), dfrtp_1 (16%), edfxtp_1 (15%)
  • Synth async-reset ratio: between 30% and 40%
  • Yosys top cell by area: dfxtp_1
  • Dominant flop cell: dfxtp_1
  • Syn_area_per_cell: roughly 11 sq um
  • Max-area cell share: a little under a fifth
  • Yosys stat area: 6250 sq um
  • Synth unique cells: 56
  • Registers, synthesis: around 130
  • Mapped Cells: 556

Placed design
  • Routability cong.: 0.7992
  • I/O Buffers: 13
  • HPWL Detailed: 7.419 mm

Final timing
  • Register pins left without a clock: around 100
  • Endpoints left unconstrained: 146

Clocking
  • Setup bufs post-CTS: 0
  • Post-CTS sizing: 0
  • H-tree levels: 2
  • Hold buffer count at cts: 0
  • Clk buf depth: 2
  • CTS Root Cell: clkbuf_16
  • Num CTS Buffers: 5

Floorplan
  • Die Ht: 127.0 um
  • Chip width: 127.0 um
  • Num rows: 45
  • Fp util: 41.11%
  • Num ports: 16

Outcome
  • Outcome: aborted with a tool error
  • Last stage reached: clock tree synthesis (4_1_cts)
  • Err: [error] [KeplerFormal.cpp:679] Workflow failed: Iso has multiple drivers: .PS2_DAT0, PS2_DAT$_SDFF_NN0_.Q0
[Yosys cell counts, drive strengths merged, types with 8 or more instances]
master,count
dfxtp,59
ha,46
nor2,46
dfrtp,40
inv,34
o21ai,34
xnor2,34
edfxtp,32
xor2,29
a21oi,27
nand2,22
nand3,17
a21o,10
and2,9
a211oi,8
buf,8
[kinds of logic after synthesis]
kind of cell | count (synthesis) | synth area share [%]
buffers and inverters | 43 | 2.803
and+or+nand+nor | 138 | 11.59
DFF | 132 | 50.71
adders and majority gates | 52 | 11.13
muxes | 11 | 1.862
other | 1 | 0.06000
AOI/OAI and AO/OA | 116 | 13.01
xor gates and xnor gates | 63 | 8.829
[metrics by stage]
step                      cell area [sq um]  hold WS, ns  cells  util, %  setup WS, ns
after global placement                 6598       0.4141    752    43.40         1.572
after detailed placement               6598       0.4150    752    43.40         1.520
after floorplan                        6250       0.3947    556        -         1.705
